**design/flow/config.mk**
```make
export PLATFORM = sky130hd
export DESIGN_NAME = mux4
export DESIGN_NICKNAME = mux4
export VERILOG_FILES = /design/flow/design.v
export SDC_FILE = /design/flow/constraint.sdc
export NUM_CORES = 4
export LEC_CHECK = 1
export CORE_AREA = 10 10 131 131
export DIE_AREA = 0 0 141 141
```
**design/flow/constraint.sdc**
```tcl
current_design mux4

set clk_period 1.5
set clk_io_pct 0.2

create_clock -name clk0 -period $clk_period

set non_clock_inputs [all_inputs -no_clocks]
set_input_delay [expr $clk_period * $clk_io_pct] -clock clk0 $non_clock_inputs
set_output_delay [expr $clk_period * $clk_io_pct] -clock clk0 [all_outputs]
```
**design/flow/design.v**
```verilog
module mux4(
	input logic [1:0] SELETOR,
	input logic [63:0]A, B, C, D,
	output logic [63:0] SAIDA
	);
	always_comb
			case(SELETOR)
				0: SAIDA=A;
				1: SAIDA=B;
				2: SAIDA=C;
				3: SAIDA=D;
			endcase 
endmodule
```
**design/flow/run.sh**
```bash
#!/bin/bash
# OpenROAD 26Q1-2900-gdf79404cd8, Yosys 0.63+post, stock flow scripts
make -C /OpenROAD-flow-scripts/flow DESIGN_CONFIG=/design/flow/config.mk WORK_HOME=/design/flow/orfs finish
```
==> notes.md <==
Notes on the physical design

The run finished, with violations left. The final reports fail on negative setup slack. The DRC violation count after routing is 0. The quantity of I/O buffers inserted on ports is ~320. There are 0 flip-flops and latches.

Dividing the synthesized area by the synthesized cell count gives between 20 and 25 sq um. Entering global routing, the biggest net connects 32 pins. The final-report setup violation count is 64. The leakage component of the power was reported as between 2 and 2.5 nW. The timing report shows that the slowest cell on the worst path is sky130_fd_sc_hd__mux4_2. The slack of the critical path is -0.202 ns. The ratio of cells with drive above 1 in the final layout is 39.8%. The top-area cell type share of the netlist area is a little over four fifths. Once layout is complete, the cells apart from fillers number 610. Setup repair after global routing could not meet its margin everywhere. The die is between 100 and 150 microns wide. The delay contributed by the slowest stage of the critical path is 0.50 ns.

The initial antenna violation count is 1. The synthesized instance count is 78. Total power for the finished layout comes to between 1 and 1.5 mW.

The most used cell along the critical path is sky130_fd_sc_hd__buf_12. The clock network accounts for 0% of the total power. The final timing report derives a shortest allowable period of 1.70 ns. Switching power as a fraction of the total was reported as 24.7%. The number of placed instances, taps included is 587.

Per the hold report, the tightest min-delay path originates at D[36]. The endpoint type of the worst setup path is a primary output. The total power per unit cell area is approximately 270 nW/um^2. The tightest min-delay check is of the input port to primary output type.

The core footprint is 14400 sq um. The wire length recorded after detailed routing is approximately 14 mm. The synthesis report lists the most area-consuming cells as sky130_fd_sc_hd__mux4_2, sky130_fd_sc_hd__buf_12, sky130_fd_sc_hd__mux4_1.

Combinational cells account for 100.0% of the total power. Max-cap violations in this run came to 0. Looking at the max-slew report, the worst-margin pin has a slew of 0.193 ns. The yosys stat cell total is 78. The critical path maximum fanout is 6. The area recorded from the Yosys report for this design is 1620 sq um. The maximum resistive drop on vdd is 120 uV. The detailed router finished its first iteration with 43 violations. The internal power of the cells totals 1.04 mW. The worst setup path is of the input port to primary output kind. For this design the total switching power over the nets is 0.339 mW. The chip occupies 19900 sq um. Nets still carrying antenna violations after routing amount to 0. The floorplan has 44 rows.

The worst endpoint data arrival time is between 1 and 1.5 ns. The number of detailed-route iterations in the first pass is 3. The hold violation total from the final report is 0. After synthesis, the netlist uses 6 different library cells. The number of global-route vias before repair is 2916. The final weighted congestion recorded by global placement is 0.890. The count of vias placed by the detailed router is between 2000 and 3000. Global routing used between 10% and 20% of the available tracks. The overall die height is approximately 140 microns.

The total of hold buffers inserted after clock tree synthesis is 0. The cell taking the most area after synthesis is sky130_fd_sc_hd__mux4_2. The share of the Yosys chip area taken by registers is 0%. The routed design shows a wire length per standard cell of approximately 23 microns. The boundary pin count is between 300 and 400.

The endpoint of the worst hold path is SAIDA[36]. The ratio of routed vias to standard cells is 4.14. The worst setup path is launched from an input port. The signed area change from the synthesized netlist to the final layout is 216%. OpenROAD emitted warnings numbering 34.

In this build the clock could be raised as far as 0.588 GHz. The required arrival time at the worst endpoint is 1.20 ns. Pins over their slew limit in the final report were tallied at 0. The share of total power in sequential cells is 0%. The post-synthesis cell area is 1620 sq um.

After global routing the overflow that remains totals 0. The critical path goes through buf_16 -> buf_12 -> buf_8 -> buf_12 -> mux4_2 -> buf_2. The area taken by flip-flops and latches is 0 sq um. The worst hold path was traced through 3 stages.

The headroom to the max-slew limit is between 80% and 90%. Detailed placement finished with a half-perimeter wire length of 11.9 mm. Counting the warning lines in the Yosys log gives 1.

After layout, the worst path uses 113% of the clock period. The wire length of the first global-routing pass is 20.2 mm. The floorplan step records an initial core utilization of a little under an eighth. Clock buffers in the final layout number 0. The worst hold margin is roughly 1.1 ns.
## placed cells by master (no fill, tap or decap), drive strengths merged
cell type and count:
clkdlybuf4s50 146, dlygate4sd2 109, buf 105, mux4 64, diode 1, dlymetal6s2s 1
## per-stage QoR
| stage | worst slack, ns | area [sq um] | util [%] | TNS [ns] |
|---|---|---|---|---|
| 6_report | -0.202 | 5120 | 35.5 | -7.69 |
| 4_1_cts | -0.213 | 5100 | 35.4 | -9.16 |
| 3_3_place_gp | -0.592 | 5120 | 35.5 | -31.34 |
| 3_5_place_dp | -0.576 | 5120 | 35.5 | -30.99 |
| 5_1_grt | -0.241 | 5120 | 35.5 | -10.66 |
| 2_1_floorplan | 0.115 | 1620 | - | 0 |
## worst max-delay path, delay by kind of cell
kind / cells / cell delay, ns
buf+inv: 5 / 0.61
mux: 1 / 0.50
## cells in the mapped netlist
cell / count
sky130_fd_sc_hd__clkbuf_2: 1
sky130_fd_sc_hd__mux4_2: 60
sky130_fd_sc_hd__buf_2: 6
sky130_fd_sc_hd__buf_12: 6
sky130_fd_sc_hd__mux4_1: 4
sky130_fd_sc_hd__buf_6: 1
## worst max path at each step
| stage | from | endpoint | slack (ns) | cells past startpoint |
|---|---|---|---|---|
| final | SELETOR[0] | SAIDA[56] | -0.20 | 6 |
| after global routing | SELETOR[0] | SAIDA[12] | -0.24 | 6 |
| after CTS | SELETOR[0] | SAIDA[56] | -0.21 | 6 |
## area by class of cell
class | count | area, sq um
diodes | 1 | 2.50
well taps | 184 | 230
fillers | 1419 | 9300
multi-input cells | 64 | 1440
repair buffers | 361 | 3450
## power by group through the flow
stage	Combinational, mW	Sequential (mW)	Clock [mW]
after CTS	1.41	0	0
after global routing	1.48	0	0.0000000891
final	1.37	0	0.0000000892
## layer usage
metal	vias to the layer above	wire, microns	track usage, %
li1	1115	-	-
met1	1209	5150	16.6
met2	198	6600	22.0
met3	2	1940	7.33
met4	0	40	0.326
met5	-	0	0
## logic make-up after synthesis
| group | share of synthesized area, % |
|---|---|
| mux | 89.7 |
| buf+inv | 10.3 |
## what timing repair did
action | 4_1_cts | 5_1_grt
setup buffers | 17 | 3
gates resized | 364 | 10
gates cloned | 5 | 0
endpoints found under the setup margin | 64 | 64
No activity file was given, so power comes from the tool's default toggle rates.
