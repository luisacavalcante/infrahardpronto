==> flow/design.v <==
module mux2(
	input SELETOR,
	input logic [63:0]ENTRADA_1, ENTRADA_2,
	output logic [63:0] SAIDA
	);
	always_comb
			case(SELETOR)
				0: SAIDA=ENTRADA_1;
				1: SAIDA=ENTRADA_2;
			endcase 
endmodule
==> flow/run.sh <==
#!/bin/bash
# OpenROAD 26Q1-2900-gdf79404cd8, Yosys 0.63+post, stock flow scripts
make -C /OpenROAD-flow-scripts/flow DESIGN_CONFIG=/design/flow/config.mk WORK_HOME=/design/flow/orfs finish
==> flow/config.mk <==
export PLATFORM = sky130hd
export DESIGN_NAME = mux2
export DESIGN_NICKNAME = mux2
export VERILOG_FILES = /design/flow/design.v
export SDC_FILE = /design/flow/constraint.sdc
export NUM_CORES = 4
export LEC_CHECK = 1
export CORE_AREA = 10 10 95 95
export DIE_AREA = 0 0 105 105
==> flow/constraint.sdc <==
current_design mux2

set clk_period 1.0
set clk_io_pct 0.2

create_clock -name clk0 -period $clk_period

set non_clock_inputs [all_inputs -no_clocks]
set_input_delay [expr $clk_period * $clk_io_pct] -clock clk0 $non_clock_inputs
set_output_delay [expr $clk_period * $clk_io_pct] -clock clk0 [all_outputs]
==> impl_metrics.ini <==
; synthesis and place-and-route metrics
[final_timing]
fmaxAchievable_ghz = 0.836
period_needed_ps = 1200
slew_viol_final = 0
slew-limit-headroom_pct = 93.2
finalClockPeriodUsage_pct = 120
hold_viol_final = 0
worst_slew_pin_slew_ps = 103
tns_ps = -6790
layout_setup_ws_ps = -197
rsz0062_at_grt = true
setup_viol = 64

[synthesis]
netlist_instances = 71
synthSimpleGateAreaFrac_pct = 0
syn_area_mm2 = 0.00108
ys_seq_share_pct = 0
yosysUniqueCellTypes = 4
yosysWarnings = 1
synthAdderAreaFrac_pct = 0
yosys.area_share.aoi_pct = 0
avgSynthCellArea_um2 = 15.2
ys_area_mm2 = 0.00108
ys_sh_xor_pct = 0
ys_top_logic_family = multiplexers
mux_area_share_pct = 87.8
yosysCellCount = 71

[hold_path]
hp-class = primary input to primary output

[placed_design]
place.port_buffers = 193
hpwlAfterDp_um = 6060
place_ws_ps = -549
routabilityCongestion = 0.718

[job]
warnings = 34
cap_violations = 0

[floorplanning]
fp.dieW_um = 105
io_pins = 193
chipArea_mm2 = 0.0110
rows = 30
fp_util_pct = 15.6
die_y_um = 105
core_mm2 = 0.00691

[drt]
first_pass_iters = 4
wl_per_cell_um = 18.2
vias = 1361
ant_nets = 0
routed_wl_um = 6720
drc = 0
viasPerCell = 3.69
drt_iter0_markers = 17
num_antenna_cells = 0

[grt]
grt_pass1_vias = 1573
grt_overflow = 0
grt_max_degree = 13
grt_pass1_wl_um = 9490
antenna_found_initial = 0
track_usage_pct = 10.9

[critical_path]
cp_cell_sequence = buf_16 -> buf_12 -> buf_12 -> mux2_4 -> buf_6
crit_path_end_kind = primary output
critical_path.max_fanout = 7
cp_top_family = buffers and inverters
cpMostUsedCell = buf_12
crit_type = primary input to primary output
worst_setup_path_start_kind = primary input
slowest_delay_ps = 300
crit_path_top_delay_cell = mux2_4
worstPathArrival_ps = 1000
cp.required_ps = 800
worst-path-buf-inv = 4

[power_and_ir_drop]
pwr-share-comb_pct = 100.0
p_seq_share_pct = 0
switching_power_mw = 0.288
ir_drop_mv = 0.175
p_per_area_mw_per_mm2 = 402
intPower_mw = 0.971
switching_share_pct = 22.9
power.leakage_nw = 1.69
total_power_mw = 1.26
clkPwrFrac_pct = 0

[finish]
final_common_cell = dlygate4sd2_1
drive_above_1_share_pct = 53.1
nFillCells = 683
n_clock_buffer = 0
ff_count = 0
syn2layout_area_growth_pct = 191
regArea_um2 = 0
layout_top_cells = 104 x dlygate4sd2_1, 63 x mux2_4, 49 x buf_6

[outcome]
violations = setup timing
run_status = complete, but fails checks
-- final timing paths --
check                         start        end  slack, ps  cells after the start
worst max-delay path        SELETOR  SAIDA[12]       -200                      5
worst min-delay path  ENTRADA_2[53]  SAIDA[53]        700                      3
-- Yosys cell counts (all sizes together) --
library cell	number	area [µm²]
buf	7	131
mux2	64	946
-- metrics by stage --
stage	util [%]	area [µm²]	instances	hold WS, ps
CTS	43.6	3010	367	747
floorplan	-	1080	71	498
detailed placement	44.7	3090	359	1240
global route	45.3	3130	369	726
finish	45.3	3130	369	705
global placement	44.7	3090	359	1250
-- power groups by stage --
stage / Sequential [mW] / Clock, mW / Combinational [mW]
finish: 0 / 0 / 1.26
global route: 0 / 0 / 1.35
CTS: 0 / 0 / 1.23
-- what timing repair did --
action,in CTS,in global routing
pin swaps,0,0
resized,356,18
setup buffers,6,3
hold buffers,0,0
cloned,2,0
endpoints found under the setup margin,64,63
-- worst min-delay path, cell delays in order --
cell,delay (ps)
dlymetal6s2s_1,80
mux2_4,150
buf_6,80
-- metal layers --
metal | GRT usage (%) | up-vias | part of all wire (%)
met5 | 0 | - | 0
met4 | 0 | 0 | 0
met3 | 3.91 | 0 | 8.7
met2 | 22.4 | 73 | 58
met1 | 10.6 | 611 | 33
li1 | - | 677 | -
-- cells by family after synthesis --
logic type | after synthesis
muxes | 64
buffers and inverters | 7
-- cell type report --
class                      count  area, µm²  share of cell area, %
timing repair buffer         209       2050                   65.6
multi-input combinational     64        957                   30.6
tap                           96        120                   3.84
No activity file was given, so power comes from the tool's default toggle rates.
